<file path="flow/design.v">
`timescale 1ns / 1ps
module RegisterFile(BusA, BusB, BusW, RA, RB, RW, RegWr, Clk);
    output [63:0] BusA;
    output [63:0] BusB;
    input [63:0] BusW;
    input [4:0] RA, RB, RW;  
    input RegWr;  
    input Clk;
    reg [63:0] registers [31:0];  
    assign #2 BusA = ((RA != 5'd31) ? registers[RA] : 64'b0);
    assign #2 BusB = ((RB != 5'd31) ? registers[RB] : 64'b0);
    always @ (negedge Clk) begin  
        registers[31] = 32'b0;
        if(RegWr & RW != 31)  
            registers[RW] <= #3 BusW;  
    end
endmodule
</file>
<file path="flow/run.sh">
#!/bin/bash
# OpenROAD 26Q1-2900-gdf79404cd8, Yosys 0.63+post, stock flow scripts
make -C /OpenROAD-flow-scripts/flow DESIGN_CONFIG=/design/flow/config.mk WORK_HOME=/design/flow/orfs finish
</file>
<file path="flow/config.mk">
export PLATFORM = sky130hd
export DESIGN_NAME = RegisterFile
export DESIGN_NICKNAME = RegisterFile
export VERILOG_FILES = /design/flow/design.v
export SDC_FILE = /design/flow/constraint.sdc
export NUM_CORES = 4
export LEC_CHECK = 1
export CORE_UTILIZATION = 50
</file>
<file path="flow/constraint.sdc">
current_design RegisterFile

set clk_period 10.9
set clk_io_pct 0.2

create_clock -name clk0 -period $clk_period [get_ports {Clk}]

set non_clock_inputs [all_inputs -no_clocks]
set_input_delay [expr $clk_period * $clk_io_pct] -clock clk0 $non_clock_inputs
set_output_delay [expr $clk_period * $clk_io_pct] -clock clk0 [all_outputs]
</file>
==> results.ini <==
[final_layout]
area_growth_syn_to_layout_pct=23.6
final_util_pct=62.4
drive_gt1_share_pct=24.7
finalNonFillerCells=9571
top_register=registers
reg.largest.list=registers: 2048 flops
largest_register_ffs=2048

[placed_design]
port_buffers=208
post-dp-hpwl_mm=149
place.gp.congestion=0.848
dpl.cell_count=7102

[cts]
cts_tree=yes
htreeDepth=4
cts_buffer_depth=3
path_clk_slew_ns=0.03
cts_made_buffers=226
cts_sinks=2048
cts_hold_buf=0
postCtsSetupBuffers=0
clockRootBuffer=clkbuf_16

[critical_path]
critPathTopFamily=multiplexers
critPathCaptureType=output pin
crit_buf_inv=1
critPathLaunchType=flop
critPathSlowestCell=a211oi_1
crit_fanout=2
cp_data_arrival_time_ns=8.70
cp_slowest_stage_delay_ns=0.55
critPathKind=flop to output pin
cp_data_required_time_ns=8.72
cp_cell_sequence=mux4_2, mux2i_1, nor2_1, a211oi_1, nor3_1, clkdlybuf4s50_1

[sta]
setup_viol=0
rsz0062_at_grt=no
relSlewSlack_pct=34.4
tightest_slew_ns=0.981
slew_violations=0
setup_tns_ns=0
hold_violations=0
fin_hold_ws_ns=5.18

[power]
p_total_uw=21200
leakage_uw=0.0458
clockPowerShare_pct=51.2
swShare_pct=27.6
p_int_uw=15400
p_seq_share_pct=41.7
p_comb_share_pct=7.2
powerDensity_nw_per_um2=183
ir_drop_uv=155
switchingPower_uw=5870

[logic_synthesis]
yosys_area_sq_um=93700
yosysWarnings=1
async_reset_ff_share_pct=0
netlist_instances=4459
synth-main-ff-cell=edfxtp_1
top_cell=edfxtp_1
synth_area_sq_um=93700
common_cells=edfxtp_1 (1984), mux4_2 (1056), mux2i_1 (332), clkbuf_1 (157), nor2_1 (144)
ys_seq_share_pct=64.9
syn_area_per_cell_sq_um=21.0
top_cell_area_share_pct=63.6
edf_count=1984
yosys.area.top_type=edfxtp_1
yosysCellCount=4459
ys_types=36
top_cells_by_area=edfxtp_1 (64%), mux4_2 (25%), mux2i_1 (3.5%)
ys_seq_elements=2048

[die]
core_sq_um=186000
die_w_um=435
rows=158
fp_util_pct=50.4
chipHeight_um=435
die_area_sq_um=189000
ios=209

[global_route]
grt-ovfl-total=0
met1_usage_pct=40.9
grtUsageMet3_pct=27.1
grt_pass1_vias=66715
grt_use_met2_pct=47.9
grt_max_degree=99
grtUsageTotal_pct=34.2
grt_pass1_wl_mm=407
antenna_found_initial=9
busiest_layer=met2

[drt]
ant_nets=0
dr.first_iter.drc_count=3361
vias=56962
wl_per_cell_um=29.3
drt_pass1_iterations=5
vias_per_cell=5.95
wirelength_mm=280
drc=0

[job]
cap_violations=0
stage_log_warnings=1028

[status]
status=completed

[worst_hold_path]
min_path_type=primary input to output pin

==> path summary, 6_finish.rpt <==
kind	from	end	slack [ns]	cells past startpoint
setup / recovery	registers[23][27]	BusA[27]	0.02	6
hold / removal	RA[4]	BusA[26]	5.18	4
==> layer usage <==
layer,vias to the layer above,wire length [um]
met2,3900,138000
met1,28150,86400
li1,24348,-
met4,22,8440
met5,-,799
met3,542,46400
==> cell usage in the layout (no fill, tap or decap), drive strengths merged, types with 2 or more instances in the layout <==
master and count:
dfxtp 64, edfxtp 1984, o21ai 7, clkdlybuf4s50 198, a211oi 53, or3b 3
diode 2, mux4 1056, mux2 24, o221ai 53, clkinv 12, clkinvlp 57
nand2b 5, o211ai 2, nand2 10, nand3 5, nor2b 20, nor2 144
conb 64, or2 2, nor3 59, inv 2220, o21a 8, nand3b 7
a2111oi 51, mux2i 332, clkbuf 227, a21oi 4, a221oi 4, buf 260
bufinv 45, o22ai 104
==> metrics by stage <==
| step | cell area, sq um | setup slack (ns) |
|---|---|---|
| CTS | 116000 | 0.00765 |
| global placement | 100000 | 0.714 |
| finish | 116000 | 0.0171 |
| floorplan | 94000 | -0.553 |
| global route | 116000 | 0.00156 |
| detailed placement | 100000 | 0.698 |
==> logic make-up after synthesis <==
kind of cell	after synthesis	synth area share [%]
multiplexers	1412	29.2
other	1	0.00400
AND-OR/OR-AND	289	2.29
flip-flops	2048	64.9
AND/OR/NAND/NOR	257	1.24
buffers and inverters	452	2.33
==> what timing repair did <==
action / in CTS / in global routing
pin swaps: 0 / 0
gates resized: 4 / 7
endpoints found under the setup margin: 4 / 7
endpoints found under the hold margin: 0 / 0
==> cell type report <==
type	count	area, sq um
clock inverters	2241	9920
inverters	93	357
flip-flops and latches	2048	60900
multi-input cells	2022	31200
repair buffers	458	4740
diodes	2	5.00
well taps	2480	3100
clock buffers	227	5680
fillers	12879	69900
==> power groups by stage <==
stage / sequential, uW / combinational, uW / clock, uW
CTS: 8850 / 1550 / 11200
finish: 8850 / 1530 / 10900
global route: 8840 / 1630 / 12100
Power is estimated from default activity; no workload was simulated.
