===== ./config.mk =====
export PLATFORM = sky130hd
export DESIGN_NAME = singlecycle
export DESIGN_NICKNAME = singlecycle
export VERILOG_FILES = /design/flow/design.v
export SDC_FILE = /design/flow/constraint.sdc
export NUM_CORES = 4
export LEC_CHECK = 1
export CORE_AREA = 10 10 117 117
export DIE_AREA = 0 0 127 127

===== ./constraint.sdc =====
current_design singlecycle

set clk_period 1.0
set clk_io_pct 0.2

create_clock -name clk0 -period $clk_period [get_ports {CLK}]

set non_clock_inputs [all_inputs -no_clocks]
set_input_delay [expr $clk_period * $clk_io_pct] -clock clk0 $non_clock_inputs
set_output_delay [expr $clk_period * $clk_io_pct] -clock clk0 [all_outputs]

===== ./design.v =====
`timescale 1ns / 1ps
module InstructionMemory(Data, Address);
   parameter T_rd = 20;
   parameter MemSize = 40;
   output [31:0] Data;
   input [63:0]  Address;
   reg [31:0] 	 Data;
   always @ (Address) begin
      case(Address)
	63'h000: Data = 32'hF84003E9;
	63'h004: Data = 32'hF84083EA;
	63'h008: Data = 32'hF84103EB;
	63'h00c: Data = 32'hF84183EC;
	63'h010: Data = 32'hF84203ED;
	63'h014: Data = 32'hAA0B014A;
	63'h018: Data = 32'h8A0A018C;
	63'h01c: Data = 32'hB400008C;
	63'h020: Data = 32'h8B0901AD;
	63'h024: Data = 32'hCB09018C;
	63'h028: Data = 32'h17FFFFFD;
	63'h02c: Data = 32'hF80203ED;
	63'h030: Data = 32'hF84203ED;   
	default: Data = 32'hXXXXXXXX;
      endcase
   end
endmodule
module control(
	       output reg 	reg2loc,
	       output reg 	alusrc,
	       output reg 	mem2reg,
	       output reg 	regwrite,
	       output reg 	memread,
	       output reg 	memwrite,
	       output reg 	branch,
	       output reg 	uncond_branch,
	       output reg [3:0] aluop,
	       output reg [1:0] signop,
	       input [10:0] 	opcode
	       );
   always @(*)
     begin
	casez (opcode)
          default:
            begin
               reg2loc       = 1'bx;
               alusrc        = 1'bx;
               mem2reg       = 1'bx;
               regwrite      = 1'b0;
               memread       = 1'b0;
               memwrite      = 1'b0;
               branch        = 1'b0;
               uncond_branch = 1'b0;
               aluop         = 4'bxxxx;
               signop        = 2'bxx;
            end
	endcase
     end
endmodule
module singlecycle(
		   input 	     resetl,
		   input [63:0]      startpc,
		   output reg [63:0] currentpc,
		   output [63:0]     MemtoRegOut,   
		   input 	     CLK
		   );
   wire [63:0] 			     nextpc;        
   wire [31:0] 			     instruction;   
   wire [4:0] 			     rd;             
   wire [4:0] 			     rm;             
   wire [4:0] 			     rn;             
   wire [10:0] 			     opcode;
   wire 			     reg2loc;
   wire 			     alusrc;
   wire 			     mem2reg;
   wire 			     regwrite;
   wire 			     memread;
   wire 			     memwrite;
   wire 			     branch;
   wire 			     uncond_branch;
   wire [3:0] 			     aluctrl;
   wire [1:0] 			     signop;
   wire [63:0] 			     regoutA;      
   wire [63:0] 			     regoutB;      
   wire [63:0] 			     aluout;
   wire 			     zero;
   wire [63:0] 			     extimm;
   always @(negedge CLK)
     begin
        if (resetl)
          currentpc <= #3 nextpc;
        else
          currentpc <= #3 startpc;
     end
   assign rd = instruction[4:0];
   assign rm = instruction[9:5];
   assign rn = reg2loc ? instruction[4:0] : instruction[20:16];
   assign opcode = instruction[31:21];
   InstructionMemory imem(
			  .Data(instruction),
			  .Address(currentpc)
			  );
   control control(
		   .reg2loc(reg2loc),
		   .alusrc(alusrc),
		   .mem2reg(mem2reg),
		   .regwrite(regwrite),
		   .memread(memread),
		   .memwrite(memwrite),
		   .branch(branch),
		   .uncond_branch(uncond_branch),
		   .aluop(aluctrl),
		   .signop(signop),
		   .opcode(opcode)
		   );
endmodule

===== ./run.sh =====
#!/bin/bash
# OpenROAD 26Q1-2900-gdf79404cd8, Yosys 0.63+post, stock flow scripts
make -C /OpenROAD-flow-scripts/flow DESIGN_CONFIG=/design/flow/config.mk WORK_HOME=/design/flow/orfs finish

==> run summary <==
Setup Total Neg Slack - -30.51 ns
DR WL/cell - 12.4 um
Flops after synth - 64
fillcell total - 1192
Worst path depth - 1
worst setup margin - -0.498 ns
worst slack at placement - -0.512 ns
grt ovf - 0
Ports - 194
Util after Layout - 28.1%
worst path cell trace - buf_2
Synth area leaders - dfxtp_1 (72%), buf_4 (27%), conb_1 (0.21%), inv_1 (0.21%)
Crit Path Class - flip-flop to output port
ant diodes - 0
status - finished, violations left
IO Port Bufs - 128
first-pass GRT wire length - 8.54 mm
post-route insts no fill - 479
endpoints failing hold - 0
wirelength, routed - 5.94 mm
Mapped Area - 0.00177 mm2
Worst Hold Slack - 0.754 ns
initial antenna violation count - 0
TritonCTS Buffers - 9
Root Buffer - clkbuf_16
RSZ-0062 raised after global routing - true
core area - 0.0113 mm2
Cell Pwr Density - 2170 mW/mm2
critical path fanouts, max - 1
drt pass-1 iters - 4
Max stage delay on crit path - 0.30 ns
Lkg Pwr - 1.73 nW
Final HPWL DP - 4.71 mm
final slew viol count - 0
most flop-heavy register - currentpc
asr flop ratio synth - 0%
number of synthesized flops with an enable pin - 0
Log Warnings - 92
# DRC - 0
Synth top cells by count - buf_4 (64), dfxtp_1 (64), conb_1 (1), inv_1 (1)
cell count in the Yosys report - 130
H-tree levels - 3
largest area contributor in the netlist - dfxtp_1
worst endpoint required time - 0.80 ns
max FFs per register - 64
Detail Route Antenna Nets - 0
DR vias - 1423
Synth Warn # - 131
Placed Instances - 400
Critical path origin - currentpc[52]$_DFF_N_
CP Capture Type - output port
Yosys cell types - 4
Area Overhead vs Synth - 79.8%
# rows - 39
Arrival @ worst endpoint - 1.30 ns
Routability Congestion - 0.752
Peak VDD IR - 0.00107 V
1st-iter DRT viols - 15
Top Registers - currentpc: 64 flops
cell count after synthesis - 130
Worst Path Buf+Inv - 1
postcts setup bufs - 0
clock slew at reported path FFs - 0.03 ns
CTS tree - done
Hold/Removal Path Class - input port to flip-flop
Clock Sinks - 64
Worst Setup Start Kind - flip-flop
average cell area after synthesis - 13.6 um2
GRT Util Overall - 6.70%
die height - 127 um
Die ar. - 0.0161 mm2
vias in the first global route - 1692
crit path to - currentpc[52]
Max Cap Viol - 0
YS chip area - 0.00177 mm2
Slowest cell on crit path - dfxtp_1
DR vias/cell - 2.97
failing checks - setup timing
largest net degree at the start of global routing - 12
Top-area cell share - 72.4%
Seq/Total Area, Yosys - 72.4%
fp_density - 15.6%
Clock Path Buffers - 2
Top Family by Delay on Critical Path - flip-flops
top_reg_cell synth - dfxtp_1
Die Span X - 127 um
layout cells sized above 1 - 25.3%
Final Setup Violations - 64
[where the power goes]
part           internal [mW]  total, mW  switching (mW)
sequential              2.71       2.74          0.0274
combinational          0.298      0.375          0.0769
clock                   2.02       3.79            1.77
total                   5.03       6.91            1.88
[logic make-up (layout without fill, tap and decap cells)]
| logic type | count (synthesis) | in the layout | share of synthesized area [%] |
|---|---|---|---|
| flops | 64 | 64 | 72.4 |
| other cells | 1 | 64 | 0.212 |
| buf+inv | 65 | 208 | 27.4 |
[per-layer routing]
layer,up-vias,routed length [um],global-route usage (%)
li1,673,-,-
met1,607,2100,6.04
met2,126,2760,9.84
met3,17,896,6.04
met4,0,184,3.95
met5,-,0,0
[area by class of cell]
| type | instances | area, um2 | area share (%) |
|---|---|---|---|
| flip-flops and latches | 64 | 1290 | 40.6 |
| multi-input cells | 64 | 240 | 7.55 |
| clock buffers | 9 | 225 | 7.08 |
| well taps | 143 | 179 | 5.63 |
| clock inverters | 71 | 285 | 8.97 |
| repair buffers | 128 | 961 | 30.2 |
[cell usage in the layout (no fill, tap or decap)]
cell and count:
clkdlybuf4s50_1 64, conb_1 64, inv_4 2, inv_8 1, clkinv_4 1, inv_1 66, dfxtp_2 7, buf_2 64
clkinvlp_2 1, clkbuf_16 9, dfxtp_1 57
[repair_timing]
| action | in CTS | in global routing |
|---|---|---|
| endpoints found under the hold margin | 0 | 0 |
| setup endpoints to repair | 64 | 64 |
| gates resized | 202 | 5 |
| hold buffers | 0 | 0 |
| pin swaps | 0 | 0 |
[worst min path at each step]
stage | from | to | slack, ns | depth (start not counted)
4_1_cts | startpc[26] | currentpc[26]$_DFF_N_ | 0.74 | 1
5_1_grt | startpc[61] | currentpc[61]$_DFF_N_ | 0.73 | 1
6_report | startpc[42] | currentpc[42]$_DFF_N_ | 0.75 | 1
[stage by stage]
step           power, mW  cell area (um2)
2_1_floorplan       3.31             2010
3_3_place_gp        3.69             2990
3_5_place_dp        3.69             2990
4_1_cts             7.19             3170
5_1_grt             7.53             3180
6_report            6.91             3180
Power is estimated from default activity; no workload was simulated.
